**config.mk**
```make
export PLATFORM = sky130hd
export DESIGN_NAME = Multicycle_Mips
export DESIGN_NICKNAME = Multicycle_Mips
export VERILOG_FILES = /design/flow/design.v
export SDC_FILE = /design/flow/constraint.sdc
export NUM_CORES = 4
export LEC_CHECK = 1
export CORE_UTILIZATION = 30
```
**constraint.sdc**
```tcl
current_design Multicycle_Mips

set clk_period 17.0
set clk_io_pct 0.2

create_clock -name clk0 -period $clk_period [get_ports {clk}]

set non_clock_inputs [all_inputs -no_clocks]
set_input_delay [expr $clk_period * $clk_io_pct] -clock clk0 $non_clock_inputs
set_output_delay [expr $clk_period * $clk_io_pct] -clock clk0 [all_outputs]
```
**design.v**
```verilog
module Multicycle_Datapath ( clk, rst, adr, read_data,write_data,opcode,func,
                  reg_dst, mem_to_reg, alu_src_a,alu_src_b, pc_src, alu_func, reg_write,
                  IorD,IR_write,pc_write,pc_write_cond
                 );
	input clk,rst,reg_write,alu_src_a,IorD,IR_write,pc_write,pc_write_cond;
	input [1:0] pc_src,alu_src_b,reg_dst,mem_to_reg;
	input [2:0]alu_func;
	input [31:0]read_data;
	output[31:0]adr,write_data;
	output [5:0] opcode,func;
	wire[31:0]mux1_out,mux3_out,mux4_out,
	  	  mux5_out,mux6_out,IR_out,MDR_out,sign_extend_out,
	  	  shl2_32b_out,read_data1,read_data2,A_out,B_out,
	  	  alu_result,alu_reg_out,pc_out;
	wire[2:0]alu_control_out;
	wire[4:0]mux2_out;
	wire[27:0]shl2_28b_out;
	wire and_out,or_out,zero;
	reg_file FILE(mux3_out,IR_out[25:21],IR_out[20:16], mux2_out, reg_write, rst, clk, read_data1, read_data2);
	mux2to1_32b mux1(pc_out,alu_reg_out,IorD,mux1_out);
	mux4to1_5b  mux2(IR_out[20:16],IR_out[15:11],5'b11111,,reg_dst,mux2_out);
	mux4to1_32b mux3(alu_reg_out,MDR_out,pc_out,,mem_to_reg,mux3_out);
	mux4to1_32b mux4(B_out,32'd4,sign_extend_out,shl2_32b_out,alu_src_b,mux4_out);
	mux2to1_32b mux5(pc_out,A_out,alu_src_a,mux5_out);
	mux4to1_32b mux6(alu_result,{pc_out[31:28],shl2_28b_out},alu_reg_out,,pc_src,mux6_out);
	reg_32b pc(mux6_out,rst,or_out,clk,pc_out);
	reg_32b IR(read_data,rst,IR_write,clk,IR_out);
	reg_32b MDR(read_data,rst,1'b1,clk,MDR_out);
	reg_32b A(read_data1,rst,1'b1,clk,A_out);
	reg_32b B(read_data2,rst,1'b1,clk,B_out);
	reg_32b alu_reg(alu_result,rst,1'b1,clk,alu_reg_out);
	alu ALU1(mux5_out,mux4_out,alu_func,alu_result,zero);
	shl2 SHL2(sign_extend_out,shl2_32b_out);
	shl2_26bit SHL2_28(IR_out[25:0],shl2_28b_out);
	sign_ext SIGN_EXT(IR_out[15:0],sign_extend_out);
	and a1(and_out,zero,pc_write_cond);
	or  o1(or_out,and_out,pc_write);
	assign opcode = IR_out[31:26];
	assign func   = IR_out[5:0];
	assign adr  = mux1_out;
	assign write_data = B_out;
endmodule
`timescale 1ns/1ns
module Multicycle_Mips(clk,rst,adr,write_data,read_data,mem_read,mem_write);
	input clk,rst;
	input[31:0]read_data;
	output mem_read,mem_write;
	output[31:0] adr,write_data;
	wire reg_write,alu_src_a,IorD,IR_write,pc_write,pc_write_cond;
	wire[1:0] pc_src,alu_src_b,reg_dst,mem_to_reg,alu_op;
	wire [2:0]alu_func;
	wire [5:0] opcode,func;
	Multicycle_Datapath DATAPATH ( clk, rst, adr, read_data,write_data,opcode,func,
                  reg_dst, mem_to_reg, alu_src_a,alu_src_b, pc_src, alu_func, reg_write,
                  IorD,IR_write,pc_write,pc_write_cond
                 );
	Multicycle_controller CONTROLLER(clk, rst,opcode,
                  reg_dst, mem_to_reg, alu_src_a,alu_src_b, pc_src, alu_op, reg_write,
                  IorD,IR_write,pc_write,pc_write_cond,mem_write,mem_read);
	alu_controller ALU_CONTROLLER (alu_op, func, alu_func);
endmodule
`timescale 1ns/1ns
module Multicycle_controller(clk, rst,opcode,
                  reg_dst, mem_to_reg, alu_src_a,alu_src_b, pc_src, alu_op, reg_write,
                  IorD,IR_write,pc_write,pc_write_cond,mem_write,mem_read);
	input clk,rst;
	input[5:0]opcode;
	output reg alu_src_a,reg_write,IorD,IR_write,pc_write,pc_write_cond,mem_write,mem_read;	
	output reg[1:0]reg_dst,mem_to_reg,alu_src_b,pc_src,alu_op;
	reg [4:0] ps, ns;
 	always @(posedge clk)
		if (rst)
      			ps <= 5'b00000;
    		else
      			ps <= ns;
	always @(ps or opcode)begin
		case(ps)
			4'b0000 : ns = 4'b0001;
			4'b0001 : begin
				if(opcode == 6'b000010) 
				   ns = 4'b0010;
				else if(opcode == 6'b000011) 
				   ns = 4'b0011;
				else if(opcode == 6'b000110) 
				   ns = 4'b0100;
				else if(opcode == 6'b001010) 
				   ns = 4'b0101;
				else if(opcode == 6'b001001) 
				   ns = 4'b0111;
				else if(opcode == 6'b100011) 
				   ns = 4'b1001;
				else if(opcode === 6'b101011) 
				   ns = 4'b1001;
				else if(opcode == 6'b000000) 
				   ns = 4'b1101;
				else if(opcode == 6'b000100) 
				   ns = 4'b1111;
				else ns = 4'b0000;
			      end
			4'b0010 : ns = 4'b0000;
			4'b0011 : ns = 4'b0000;
			4'b0100 : ns = 4'b0000;
			4'b0101 : ns = 4'b0110;
			4'b0110 : ns = 4'b0000;
			4'b0111 : ns = 4'b1000;
			4'b1000 : ns = 4'b0000;
			4'b1001 : if(opcode == 6'b100011) 
				ns = 4'b1010;
			      else
				ns = 4'b1100;
			4'b1010 : ns = 4'b1011;
			4'b1011 : ns = 4'b0000;
			4'b1100 : ns = 4'b0000;
			4'b1101 : ns = 4'b1110;
			4'b1110 : ns = 4'b0000;
			4'b1111 : ns = 4'b0000;
			default: ns = 4'b0000;
		endcase
	end	
	always @(ps) begin
		{alu_src_a,reg_write,IorD,IR_write,pc_write,pc_write_cond,mem_write,mem_read}=8'd0;
		{reg_dst,mem_to_reg,alu_src_b,pc_src,alu_op} = 10'd0;
		case(ps)
			4'b0000 : {mem_read,alu_src_b,pc_write,IR_write} = 5'b10111;
			4'b0001 : alu_src_b = 2'b11;
			4'b0010 : {pc_write,pc_src} = 3'b101;
			4'b0011 : {pc_write,pc_src,reg_dst,mem_to_reg,reg_write} = 8'b10110101;
			4'b0100 : {alu_src_a,pc_write} = 2'b11;
			4'b0101 : {alu_src_a,alu_src_b,alu_op} = 5'b11011;
			4'b0110 : reg_write = 1'b1;
			4'b0111 : {alu_src_a,alu_src_b} = 3'b110;
			4'b1000 : reg_write = 1'b1;
			4'b1001 : {alu_src_a,alu_src_b,alu_op} = 5'b11000;
			4'b1010: {mem_read,IorD}=2'b11;
			4'b1011: {reg_write,mem_to_reg}=3'b101;
			4'b1100: {mem_write,IorD} = 2'b11;
			4'b1101: {alu_src_a,alu_op} = 3'b110;
			4'b1110: {reg_dst,reg_write} = 3'b011;
			4'b1111: {alu_src_a,alu_op,pc_write_cond,pc_src} = 6'b101110;
		endcase
	end
endmodule
module alu (a, b, ctrl, y, zero);
  input [31:0] a, b;
  input [2:0] ctrl;
  output [31:0] y;
  output zero;
  assign y =  (ctrl == 3'b000) ? (a & b) :
              (ctrl == 3'b001) ? (a | b) : 
              (ctrl == 3'b010) ? (a + b) :
              (ctrl == 3'b110) ? (a - b) : ((a<b) ? 32'd1: 32'd0);
  assign zero = (y == 32'd0) ? 1'b1 : 1'b0;
endmodule
module alu_controller (alu_op, func, operation);
  input [1:0] alu_op;
  input [5:0] func;
  output [2:0] operation;
  reg [2:0] operation;
  always @(alu_op, func)
  begin
    operation = 3'b000;
    if (alu_op == 2'b00)         
      operation = 3'b010;
    else if (alu_op == 2'b01)    
      operation = 3'b110;
    else if(alu_op == 2'b11)
      operation = 3'b111;        
    else
      begin
        case (func)
          6'b100000: operation = 3'b010;   
          6'b100011: operation = 3'b110;   
          6'b100100: operation = 3'b000;   
          6'b100101: operation = 3'b001;   
          6'b101010: operation = 3'b111;   
          default:   operation = 3'b000;
        endcase
      end
  end
endmodule
module mux2to1_32b (i0, i1, sel, y);
  input [31:0] i0, i1;
  input sel;
  output [31:0] y;
  assign y = (sel==1'b1) ? i1 : i0;
endmodule
module mux4to1_32b (i0, i1 , i2 ,i3, sel, y);
  input [31:0] i0, i1 , i2 , i3;
  input [1:0]sel;
  output [31:0] y;
  assign y = (sel==2'b11) ? i3 :
	     (sel==2'b10) ? i2 :
	     (sel==2'b01) ? i1 : i0 ;
endmodule
module mux4to1_5b (i0, i1 , i2 ,i3, sel, y);
  input [4:0] i0, i1 , i2 , i3;
  input [1:0]sel;
  output [4:0] y;
  assign y = (sel==2'b11) ? i3 :
	     (sel==2'b10) ? i2 :
	     (sel==2'b01) ? i1 : i0 ;
endmodule
module reg_32b (d_in, sclr, ld, clk, d_out);
  input [31:0] d_in;
  input sclr, ld, clk;
  output [31:0] d_out;
  reg [31:0] d_out;
  always @(posedge clk)
  begin
    if (sclr==1'b1)
      d_out = 32'd0;
    else if (ld)
      d_out = d_in;
  end
endmodule
module reg_file (wr_data, rd_reg1, rd_reg2, wr_reg, reg_write, rst, clk, rd_data1, rd_data2);
  input [31:0] wr_data;
  input [4:0] rd_reg1, rd_reg2, wr_reg;
  input reg_write, rst, clk;
  output [31:0] rd_data1, rd_data2;
  reg [31:0] register_file [0:31];
  integer i;
  assign rd_data1 = (rd_reg1 == 5'b0) ? 32'd0 : register_file[rd_reg1];
  assign rd_data2 = (rd_reg2 == 5'b0) ? 32'd0 : register_file[rd_reg2];
  always @(posedge clk)
    if (rst == 1'b1)
      for (i=0; i<32 ; i=i+1 )
        register_file[i] <= 32'd0;
    else if (reg_write == 1'b1)
      if(wr_reg != 5'd0)
        register_file[wr_reg] <= wr_data;
endmodule
module shl2 (d_in, d_out);
  input [31:0] d_in;
  output [31:0] d_out;
  assign d_out = d_in << 2;
endmodule
module shl2_26bit (d_in, d_out);
  input [25:0] d_in;
  output [27:0] d_out;
  assign d_out = {d_in,2'b00};
endmodule
module sign_ext (d_in, d_out);
  input [15:0] d_in;
  output [31:0] d_out;
  assign d_out = {{16{d_in[15]}}, d_in};
endmodule
```
**run.sh**
```bash
#!/bin/bash
# OpenROAD 26Q1-2900-gdf79404cd8, Yosys 0.63+post, stock flow scripts
make -C /OpenROAD-flow-scripts/flow DESIGN_CONFIG=/design/flow/config.mk WORK_HOME=/design/flow/orfs finish
```
==> run notes <==
flow finished, numbers: status complete, no violations, hold depth 2, Synth Cell Area 0.0664 mm², final core occ 34.4%, Max-cap violations 0, DR iter-0 viols 4,333, Post-Place Worst Slack 10.31 ns, crit-path max cell delay 0.82 ns, Least-Margin Pin Slew 1.06 ns, drt total wl 254,000 µm, Die X 473 µm, Area Growth Syn to Fin 13.8%, worst setup margin 10.63 ns, Die ar. 0.223 mm², GPL Wtd Cong 1.04, ANT nets after route 0, Post-synth ARST share 0%, final period demand of the worst path 6.37 ns, TritonCTS clock tree built, Yosys chip area 0.0664 mm², Synth Warn # 73, postcts setup bufs 0, first-pass iteration count of the detailed router 5, root buffer cell clkbuf_16, relative max-transition margin 29.2%, cell count in the Yosys report 5,438, PD cells 157 mW/mm², first-pass GRT wire length 356,000 µm, starting density of the core 30.2%, post-route cell area 0.0756 mm², H-tree depth 4, largest net degree at the start of global routing 88, worst-path maximum fanout 26, core footprint 0.220 mm², Setup CP Type reg -> reg, Post-synth top flop edfxtp_1, min-delay src DATAPATH.pc.d_out[13]$_SDFFE_PP0P_, Avg Cell Area, Syn 12.2 µm², crit path capture type register, initial antenna violation count 15, CTS clk-pin slew, worst paths 0.06 ns, CP startpoint kind register, RSZ-0062 raised after global routing no, vias in the first global route 47,600, Top cells excl fill/tap nor2_1, edfxtp_1, mux4_2, R2R setup slack 10.63 ns, Post-synth EDFFs 1,024, Arr. time, crit path 7.03 ns, Rows 172, Clock Path Buffers 3, clock skew 0.0939 ns, Yosys reg bits 1,236, Via Count 47,200, Final Hold Viols 0, Post-Syn Instances 5,438, Max Slew Vio Count 0, Reg-to-Reg Start DATAPATH.mux4.sel[1]$_DFF_P_, Worst R2R End DATAPATH.pc.d_out[10]$_SDFFE_PP0P_, # setup viols final 0, CTS hold repair buffers 0, share of cells above drive strength 1 19.9%, DR DRC count 0, HP Class reg -> reg, worst ir drop on vdd 0.0956 mV, Seq share, synth 52.7%, synth unique cells 104, total negative slack 0 ns, Crit-path slowest cell dfxtp_1, worst hold path endpoint DATAPATH.pc.d_out[13]$_SDFFE_PP0P_, via density per instance 5.61, total CTS buffers 139, chip height 473 µm, DR WL/cell 30.2 µm, leak pwr 0.0252 µW, WP data required 17.66 ns, most frequent logic cell in the layout nor2_1, Placement Cell Area 0.0707 mm², clk latency of the worst-skew pair 0.82 ns, OpenROAD warnings 94, CP Cell Sequence nor2_2 > buf_4 > a22o_1 > ha_1 > nor2b_1 > o31ai_1 > a21oi_1 > o31ai_2 > o21ai_1 > o21a_1 > o41ai_2 > a221oi_1 > o22ai_2 > and3b_1 > a21oi_4 > buf_4 > mux2_1, Tcrit/Tclk final 37.5%, gr ovfl total 0, Max Fclk 157 MHz, worst r2r path cells 17, detailed-placement wirelength estimate 175,000 µm, gr usage total 23.9%, number of I/O pins 100, Post-CTS Resized 0, Top cell by count, worst path buf_4, Power Total 11,900 µW, Clock Sinks 1,236, I/O Buffers 99
[cells by family after synthesis]
kind of cell / share of synthesized area, %
other: 0.00565
muxes: 22.0
adders and majority gates: 1.96
and+or+nand+nor: 11.5
xor gates and xnor gates: 0.264
DFF: 52.7
AOI/OAI and AO/OA: 7.98
buffers and inverters: 3.69
[critical path, delay by kind of cell (launching register included)]
family          cells  cell delay (ns)
simple gates        3             0.58
fa+ha+maj           1             0.48
mux                 1             0.36
flops               1             0.82
compound gates     10             3.28
buf+inv             2             0.70
[area by class of cell]
cell class,count,area [µm²]
Antenna cell,9,22.5
Clock buffer,180,3720
Clock inverter,75,1120
Fill cell,21000,144000
Inverter,110,417
Multi-Input combinational cell,3603,29400
Sequential cell,1236,35000
Tap cell,2958,3700
Timing Repair Buffer,242,2120
[sequential cells by signal, summed over array words and instances (netlist names), 4 cells and up]
| register | count |
|---|---|
| DATAPATH.MDR.d_out | 32 |
| CONTROLLER.ps | 4 |
| DATAPATH.pc.d_out | 32 |
| DATAPATH.FILE.register_file | 1024 |
| DATAPATH.IR.d_out | 32 |
| DATAPATH.B.d_out | 32 |
| DATAPATH.A.d_out | 32 |
| DATAPATH.alu_reg.d_out | 32 |
[cell usage after synthesis (all sizes together) (25+ instances only)]
cell	instances	area, µm²
nor2	1291	4850
edfxtp	1024	30700
mux4	484	10900
clkbuf	386	1450
nand2	318	1190
mux2i	272	2720
dfxtp	212	4240
a21oi	155	798
buf	134	592
o21ai	124	621
inv	109	409
ha	101	1260
mux2	85	957
o22ai	67	432
nor2b	58	363
a221oi	55	524
nor3	48	240
o221ai	44	385
o211ai	42	325
o22a	33	289
a21o	30	225
a22o	28	245
nand3	26	135
a211o	25	219
and2	25	156
[where the power goes]
group | total (µW) | internal [µW] | switching, µW
clock network | 3160 | 1840 | 1320
registers | 3850 | 3500 | 352
logic | 4840 | 1580 | 3250
[layer usage]
metal / vias up / track usage, % / wire, µm
li1: 20100 / - / -
met1: 23200 / 27.6 / 85300
met2: 3296 / 33.2 / 109000
met3: 507 / 18.2 / 46400
met4: 30 / 9.17 / 12700
met5: - / 2.86 / 940
[metrics by stage]
| step | hold slack [ns] | cells |
|---|---|---|
| 2_1_floorplan | 0.461 | 5469 |
| 3_3_place_gp | 0.495 | 8149 |
| 3_5_place_dp | 0.504 | 8149 |
| 4_1_cts | 0.511 | 8404 |
| 5_1_grt | 0.538 | 8404 |
| 6_report | 0.510 | 8413 |
[worst max-delay path by stage]
| stage | depth (start not counted) | slack, ns | start | endpoint |
|---|---|---|---|---|
| after CTS | 17 | 10.82 | DATAPATH.mux4.sel[0]$_SDFF_PP0_ | DATAPATH.pc.d_out[10]$_SDFFE_PP0P_ |
| after global routing | 17 | 10.43 | DATAPATH.mux4.sel[0]$_SDFF_PP0_ | DATAPATH.pc.d_out[8]$_SDFFE_PP0P_ |
| final | 17 | 10.63 | DATAPATH.mux4.sel[1]$_DFF_P_ | DATAPATH.pc.d_out[10]$_SDFFE_PP0P_ |
Power figures rest on the tool's default switching activity, not on a simulated workload.
